<file path="config.mk">
export PLATFORM = sky130hd
export DESIGN_NAME = input_mems
export DESIGN_NICKNAME = input_mems
export VERILOG_FILES = /design/flow/design.v
export SDC_FILE = /design/flow/constraint.sdc
export NUM_CORES = 4
export LEC_CHECK = 1
export CORE_UTILIZATION = 50
</file>
<file path="run.sh">
#!/bin/bash
# OpenROAD 26Q1-2900-gdf79404cd8, Yosys 0.63+post, stock flow scripts
make -C /OpenROAD-flow-scripts/flow DESIGN_CONFIG=/design/flow/config.mk WORK_HOME=/design/flow/orfs finish
</file>
<file path="constraint.sdc">
current_design input_mems

set clk_period 163.6
set clk_io_pct 0.2

create_clock -name clk0 -period $clk_period [get_ports {clk}]

set non_clock_inputs [all_inputs -no_clocks]
set_input_delay [expr $clk_period * $clk_io_pct] -clock clk0 $non_clock_inputs
set_output_delay [expr $clk_period * $clk_io_pct] -clock clk0 [all_outputs]
</file>
<file path="design.v">
module memory #(   
        parameter                   WIDTH=16, SIZE=64,
        localparam                  LOGSIZE=$clog2(SIZE)
    )(
        input  [WIDTH-1:0]          data_in,
        output logic [WIDTH-1:0]    data_out,
        input  [LOGSIZE-1:0]        addr,
        input                       clk, wr_en
    );
    logic [SIZE-1:0][WIDTH-1:0] mem;
    always_ff @(posedge clk) begin
        data_out <= mem[addr];
        if (wr_en)
            mem[addr] <= data_in;
    end
endmodule
module input_mems #(
    parameter INW  = 24,
    parameter R    = 9,
    parameter C    = 8,
    parameter MAXK = 4,
    localparam K_BITS      = $clog2(MAXK+1),
    localparam X_ADDR_BITS = $clog2(R*C),
    localparam W_ADDR_BITS = $clog2(MAXK*MAXK)
)(
    input                    clk,
    input                    reset,
    input      [INW-1:0]     AXIS_TDATA,
    input                    AXIS_TVALID,
    input      [K_BITS:0]    AXIS_TUSER,
    output logic             AXIS_TREADY,
    output logic             inputs_loaded,
    input                    compute_finished,
    output logic [K_BITS-1:0]     K,
    output logic signed [INW-1:0] B,
    input      [X_ADDR_BITS-1:0]  X_read_addr,
    output logic signed [INW-1:0] X_data,
    input      [W_ADDR_BITS-1:0]  W_read_addr,
    output logic signed [INW-1:0] W_data
);
    logic [K_BITS-1:0] TUSER_K;
    assign TUSER_K = AXIS_TUSER[K_BITS:1];
    logic new_W;
    assign new_W  = AXIS_TUSER[0];
    logic [INW-1:0] w_data_out, x_data_out;
    logic [W_ADDR_BITS-1:0] w_addr;
    logic [X_ADDR_BITS-1:0] x_addr;
    logic w_wr_en, x_wr_en;
    memory #(.WIDTH(INW), .SIZE(MAXK*MAXK)) w_memory (
        .clk    (clk),
        .data_in(AXIS_TDATA),
        .data_out(w_data_out),
        .addr   (w_addr),
        .wr_en  (w_wr_en)
    );
    memory #(.WIDTH(INW), .SIZE(R*C)) x_memory (
        .clk    (clk),
        .data_in(AXIS_TDATA),
        .data_out(x_data_out),
        .addr   (x_addr),
        .wr_en  (x_wr_en)
    );
    assign W_data = w_data_out;
    assign X_data = x_data_out;
    typedef enum logic [2:0] {
        S_IDLE,         
        S_LOAD_W,       
        S_LOAD_B,       
        S_LOAD_X,       
        S_INPUTS_LOADED 
    } state_t;
    state_t state, state_next;
    logic [K_BITS-1:0]      K_reg, K_next;
    logic signed [INW-1:0]  B_reg, B_next;
    logic [W_ADDR_BITS-1:0] w_index_reg, w_index_next;
    logic [X_ADDR_BITS-1:0] x_index_reg, x_index_next;
    localparam int X_LAST = R*C - 1;
    logic [W_ADDR_BITS-1:0] last_w_index;
    always_comb begin
        last_w_index = (K_reg * K_reg) - 1;
    end
    logic input_fire;
    assign input_fire = AXIS_TVALID && AXIS_TREADY;
    always_comb begin
        state_next      = state;
        K_next          = K_reg;
        B_next          = B_reg;
        w_index_next    = w_index_reg;
        x_index_next    = x_index_reg;
        AXIS_TREADY     = 1'b0;
        inputs_loaded   = 1'b0;
        w_wr_en         = 1'b0;
        x_wr_en         = 1'b0;
        w_addr = (state == S_INPUTS_LOADED) ? W_read_addr : w_index_reg;
        x_addr = (state == S_INPUTS_LOADED) ? X_read_addr : x_index_reg;
        case (state)
            S_IDLE: begin
                AXIS_TREADY = 1'b1;
                if (input_fire) begin
                    if (new_W) begin
                        K_next       = TUSER_K;
                        w_wr_en      = 1'b1;
                        w_addr       = '0;
                        w_index_next = 1;    
                        x_index_next = '0;
                        state_next   = S_LOAD_W;
                    end
                    else begin
                        x_wr_en      = 1'b1;
                        x_addr       = '0;
                        x_index_next = 1;
                        state_next   = S_LOAD_X;
                    end
                end
            end
            S_LOAD_W: begin
                AXIS_TREADY = 1'b1;
                if (input_fire) begin
                    w_wr_en = 1'b1;
                    w_addr  = w_index_reg;
                    if (w_index_reg == last_w_index) begin
                        w_index_next = '0;
                        state_next   = S_LOAD_B;
                    end
                    else begin
                        w_index_next = w_index_reg + 1;
                    end
                end
            end
            S_LOAD_B: begin
                AXIS_TREADY = 1'b1;
                if (input_fire) begin
                    B_next        = AXIS_TDATA;
                    x_index_next  = '0;     
                    state_next    = S_LOAD_X;
                end
            end
            S_LOAD_X: begin
                AXIS_TREADY = 1'b1;
                if (input_fire) begin
                    x_wr_en = 1'b1;
                    x_addr  = x_index_reg;
                    if (x_index_reg == X_LAST[X_ADDR_BITS-1:0]) begin
                        x_index_next  = '0;
                        state_next    = S_INPUTS_LOADED;
                    end
                    else begin
                        x_index_next = x_index_reg + 1;
                    end
                end
            end
            S_INPUTS_LOADED: begin
                AXIS_TREADY   = 1'b0;
                inputs_loaded = 1'b1;
                if (compute_finished) begin
                    state_next   = S_IDLE;
                    w_index_next = '0;
                    x_index_next = '0;
                end
            end
            default: begin
                state_next = S_IDLE;
            end
        endcase
    end
    always_ff @(posedge clk) begin
        if (reset) begin
            state       <= S_IDLE;
            K_reg       <= '0;
            B_reg       <= '0;
            w_index_reg <= '0;
            x_index_reg <= '0;
        end
        else begin
            state       <= state_next;
            K_reg       <= K_next;
            B_reg       <= B_next;
            w_index_reg <= w_index_next;
            x_index_reg <= x_index_next;
        end
    end
    assign K = K_reg;
    assign B = B_reg;
endmodule
</file>
==> results_slide.txt <==
Run Summary

Power
  – Static leakage: 0.0484 uW
  – Switching Share: 0.266
  – Switching power: 367 uW
  – Pwr/cell area: 10.8 nW/um^2
  – Internal power: 1010 uW
  – Share of total power in sequential cells: 0.488
  – Worst IR Drop VDD: 0.0111 mV
  – Clock power share: 0.402
  – Combinational cell fraction of total power: 0.111

Critical path
  – Worst Path Max Fanout: 72
  – Type of element capturing the critical path: flip-flop
  – Kind of launch point of the worst setup path: primary input
  – Type of the worst setup path: primary input to flip-flop
  – Data arrival at the endpoint of the critical path: 40.79 ns
  – Data required time of the worst path: 164.27 ns

Timing
  – Unrepaired setup endpoints after global routing: false
  – Clock period minus worst slack: 40.12 ns
  – Fin Clk Skew: 0.0627 ns
  – Final-report setup violation count: 0
  – Max-slew headroom at the worst pin: 0.0579
  – Hold WS: 0.455 ns
  – Final hold violation count: 0
  – Final period util: 0.245
  – Max Fclk: 0.0249 GHz
  – Setup Total Neg Slack: 0 ns
  – Number of max-slew violations in the final report: 0
  – Slew at the pin with the worst max-slew slack: 1.41 ns

Die
  – Die Size: 230,000 sq um
  – Overall die height: 479 um
  – Die X-Extent: 479 um
  – Floorplan utilization: 0.505
  – Number of I/O pins: 120
  – Placeable core region: 226,000 sq um
  – Number of core rows: 174

Logic synthesis
  – Portion of synthesized cell area occupied by the leading cell type: 0.557
  – Synth Seq Share: 0.573
  – Area figure in the yosys stat output: 114,000 sq um
  – Post-Syn Instances: 10,600
  – Share of flip-flops with an asynchronous set or reset after synthesis: 0
  – Mean post-synth cell area: 10.7 sq um
  – Synth Warn #: 3
  – Number of enable-type register cells in the synthesized netlist: 2,112
  – Dominant cell by count in the synthesized netlist: sky130_fd_sc_hd__nand2_1
  – Synth unique cells: 94
  – Main area contributors: sky130_fd_sc_hd__edfxtp_1 56%, sky130_fd_sc_hd__a22o_1 12%, sky130_fd_sc_hd__nand2_1 9.1%
  – Total standard cell area after synthesis: 114,000 sq um
  – Registers, synthesis: 2,203
  – Most common reg cell: sky130_fd_sc_hd__edfxtp_1
  – Number of cells in Yosys stat: 10,600
  – Top cell types by occurrence after synthesis: 2,755 x sky130_fd_sc_hd__nand2_1, 2,112 x sky130_fd_sc_hd__edfxtp_1, 1,538 x sky130_fd_sc_hd__a22o_1, 574 x sky130_fd_sc_hd__clkbuf_1, 447 x sky130_fd_sc_hd__a311oi_1
  – Cell type contributing the most total cell area after synthesis: sky130_fd_sc_hd__edfxtp_1

Placed design
  – Count of buffers from port buffering: 119
  – Weighted congestion at the end of routability-driven global placement: 1.13
  – Detail Placement HPWL: 379,000 um

Final layout
  – Largest registers: x_memory.mem: 1728 flops, w_memory.mem: 384 flops
  – Register bank with the most flops: x_memory.mem
  – Area added between synthesis and finish: 12.3%
  – Fraction of layout instances using a drive strength above 1: 0.105
  – Max reg flops: 1,728

Detailed routing
  – Initial DRC count: 11,500
  – Routed via count divided by cell count: 7.29
  – Via count of the routed design: 101,000
  – Final antenna-violating net count: 0
  – Wire length per cell: 41.5 um
  – Total wirelength of the detailed-routed design: 576,000 um
  – Residual DRC: 0
  – 1st-pass router iterations: 9

Global routing
  – Maximum number of pins on one net before global-route repair: 133
  – Total global-route track usage: 0.542
  – Antenna violations before repair: 74
  – Wire length of the first global-routing pass: 784,000 um
  – Total congestion overflow after global routing: 0
  – Number of global-route vias before repair: 96,300

Clocking
  – Clk pin slew, worst setup/hold paths: 0.06 ns
  – Number of hold buffers added after CTS: 0
  – Setup Fix Bufs, Post-CTS: 0
  – CTS-repair resized insts: 0
  – Worst-Skew Late Latency: 0.93 ns
  – Clock tree from TritonCTS: built
  – CTS sink count: 2,203
  – Clock buffers created by TritonCTS: 235
  – Clock root buffer: sky130_fd_sc_hd__clkbuf_16
  – CTS H-Tree Depth: 4
  – Maximum buffer depth of the clock tree: 3

Job
  – Max_cap viols: 0
  – OpenROAD warning count: 70

Worst hold path
  – Path type of the worst min-delay path: flip-flop to flip-flop

Outcome
  – Run status: finished, final reports clean
## path summary, 6_finish.rpt
| check | from | endpoint | slack, ns | cells after the start |
|---|---|---|---|---|
| setup / recovery | AXIS_TVALID | x_memory.mem[702] | 123.48 | 19 |
| hold / removal | B_reg[23] | B_reg[23] | 0.45 | 2 |
| setup reg to reg | state[4] | x_memory.mem[702] | 155.61 | 18 |
| hold reg to reg | B_reg[23] | B_reg[23] | 0.45 | 2 |
## layer usage
metal,wire length [um],vias to the layer above,track usage
li1,-,41100,-
met5,3860,-,0.153
met2,224000,8801,0.654
met3,113000,2112,0.430
met1,180000,49000,0.641
met4,54800,127,0.384
## power groups by stage
stage	Clock (uW)	Sequential [uW]	Combinational, uW
4_1_cts	554	671	144
6_report	554	672	153
5_1_grt	574	675	156
## metrics by stage
| step | total power [uW] | utilization | area, sq um | worst slack (ns) | std cells |
|---|---|---|---|---|---|
| 2_1_floorplan | 809 | - | 114000 | 86.33 | 10600 |
| 3_3_place_gp | 825 | 0.531 | 120000 | 122.96 | 13300 |
| 3_5_place_dp | 826 | 0.531 | 120000 | 122.90 | 13300 |
| 4_1_cts | 1370 | 0.566 | 128000 | 123.84 | 13800 |
| 5_1_grt | 1400 | 0.566 | 128000 | 123.23 | 13800 |
| 6_report | 1380 | 0.566 | 128000 | 123.48 | 13900 |
## worst max-delay path, stage by stage
cell	delay, ns
sky130_fd_sc_hd__clkdlybuf4s50_1	0.83
sky130_fd_sc_hd__a21boi_2	0.37
sky130_fd_sc_hd__nand2_1	0.25
sky130_fd_sc_hd__a32oi_4	0.29
sky130_fd_sc_hd__buf_4	0.48
sky130_fd_sc_hd__inv_8	0.30
sky130_fd_sc_hd__ha_1	0.43
sky130_fd_sc_hd__ha_1	0.39
sky130_fd_sc_hd__inv_1	0.21
sky130_fd_sc_hd__nand3_1	0.19
sky130_fd_sc_hd__a31o_2	0.34
sky130_fd_sc_hd__nor2_1	0.45
sky130_fd_sc_hd__o22ai_1	0.29
sky130_fd_sc_hd__nor2_1	0.65
sky130_fd_sc_hd__o211a_4	0.60
sky130_fd_sc_hd__buf_4	0.63
sky130_fd_sc_hd__buf_4	0.53
sky130_fd_sc_hd__nand2_1	0.31
sky130_fd_sc_hd__a22o_1	0.28
## cell families after synthesis
logic type                 after synthesis  share of synthesized area
AOI/OAI and AO/OA                     3279                      0.230
DFF                                   2203                      0.573
adders and majority gates               21                    0.00237
and+or+nand+nor                       4075                      0.155
buffers and inverters                 1001                     0.0361
xor gates and xnor gates                18                    0.00145
muxes                                   26                    0.00239
## placed cells by master (no fill, tap or decap), types with 16 or more instances in the layout
cell type	count
sky130_fd_sc_hd__a21oi_1	161
sky130_fd_sc_hd__nor2_1	168
sky130_fd_sc_hd__o21ai_0	409
sky130_fd_sc_hd__nand2b_1	30
sky130_fd_sc_hd__buf_4	550
sky130_fd_sc_hd__nand2_1	2755
sky130_fd_sc_hd__a22o_1	1535
sky130_fd_sc_hd__o22ai_1	25
sky130_fd_sc_hd__a311oi_1	439
sky130_fd_sc_hd__a221o_1	26
sky130_fd_sc_hd__a22oi_1	90
sky130_fd_sc_hd__nand3_1	392
sky130_fd_sc_hd__o21ai_1	39
sky130_fd_sc_hd__and3_1	417
sky130_fd_sc_hd__mux2i_1	16
sky130_fd_sc_hd__clkinv_2	49
sky130_fd_sc_hd__inv_1	42
sky130_fd_sc_hd__nor2_2	90
sky130_fd_sc_hd__clkbuf_16	240
sky130_fd_sc_hd__edfxtp_1	2112
sky130_fd_sc_hd__and2_1	20
sky130_fd_sc_hd__o32ai_1	26
sky130_fd_sc_hd__a32oi_1	27
sky130_fd_sc_hd__a31oi_1	71
sky130_fd_sc_hd__o2bb2ai_1	281
sky130_fd_sc_hd__ha_1	20
sky130_fd_sc_hd__diode_2	80
sky130_fd_sc_hd__clkdlybuf4s50_1	119
sky130_fd_sc_hd__bufinv_16	21
sky130_fd_sc_hd__dfxtp_1	91
sky130_fd_sc_hd__clkinv_1	43
sky130_fd_sc_hd__clkbuf_8	18
sky130_fd_sc_hd__nand3_2	27
sky130_fd_sc_hd__clkbuf_1	48
sky130_fd_sc_hd__nor3_1	48
sky130_fd_sc_hd__nand4_1	44
sky130_fd_sc_hd__nor2b_1	16
## cell type report
cell class / count / area, sq um
tap: 2992 / 3740
multi-input combinational: 7419 / 45000
timing repair buffer: 680 / 5540
clock inverter: 135 / 1370
antenna: 80 / 200
clock buffer: 306 / 6430
inverter: 48 / 198
fill: 18800 / 97800
sequential: 2203 / 65200
No activity file was given, so power comes from the tool's default toggle rates.
